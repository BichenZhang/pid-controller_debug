==> flow/design.v <==
`timescale 1ns / 1ps
module oversample_filter #(
    parameter W_CHAN = 5,
    parameter N_CHAN = 20,
    parameter W_DATA = 18,
    parameter W_SUM = 27,
    parameter W_OS = 5,
    parameter W_WR_ADDR = 16,
    parameter W_WR_CHAN = 5,
    parameter W_WR_DATA = 49
    )(
    input wire clk_in,
    input wire rst_in,
    input wire dv_in,
    input wire [W_CHAN-1:0] chan_in,
    input wire signed [W_DATA-1:0] data_in,
    input wire wr_en,
    input wire [W_WR_ADDR-1:0] wr_addr,
    input wire [W_WR_CHAN-1:0] wr_chan,
    input wire [W_WR_DATA-1:0] wr_data,
    output wire dv_out,
    output wire [W_CHAN-1:0] chan_out,
    output wire signed [W_DATA-1:0] data_out,
	 output wire signed [W_SUM-1:0] data_out_noshift
    );
localparam addr_iwep            = 8'h01;
localparam chan_iwep            = 8'h02;
localparam data3_iwep           = 8'h03;
localparam data2_iwep           = 8'h04;
localparam data1_iwep           = 8'h05;
localparam data0_iwep           = 8'h06;
localparam adc_os_addr          = 16'h01;
localparam chan_src_sel_addr    = 16'h02;
localparam ovr_os_addr          = 16'h03;
localparam pid_lock_en_addr     = 16'h04;
localparam pid_inv_error_addr   = 16'h05;
localparam pid_setpoint_addr    = 16'h06;
localparam pid_p_coef_addr      = 16'h07;
localparam pid_i_coef_addr      = 16'h08;
localparam pid_d_coef_addr      = 16'h09;
localparam opt_min_addr         = 16'h0a;
localparam opt_max_addr         = 16'h0b;
localparam opt_init_addr        = 16'h0c;
localparam opt_mult_addr        = 16'h0d;
localparam opt_rs_addr          = 16'h0e;
localparam opt_add_chan_addr    = 16'h0f;
localparam rep_rate_mult_addr	  = 16'h1c;
localparam pid_ignore_addr		  = 16'h1e;
localparam ovr_clr_rqst         = 16'h10;
localparam pid_clr_rqst         = 16'h11;
localparam opt_clr_rqst         = 16'h12;
localparam opt_inj_rqst         = 16'h13;
localparam pipe_cset_rqst       = 16'h14;
localparam opt_sin_ena_rqst		= 16'h18;
localparam opt_sin_dis_rqst		= 16'h19;
localparam opt_dig_ena_rqst		= 16'h1a;
localparam opt_dig_dis_rqst		= 16'h1b;
localparam chan_name_addr       = 16'h15;
localparam qv_visible_addr      = 16'h16;
localparam lock_threshold_addr  = 16'h17;
localparam sys_gp_itep          = 8'h40;
localparam sys_rst_offset       = 0;
localparam adc_cstart_offset    = 1;
localparam wr_en_offset         = 2;
localparam dac_rset_offset      = 3;
localparam data_log_status_owep = 8'h20;
localparam data_log0_owep       = 8'h21;
localparam data_log_opep        = 8'ha0;
localparam NULL_SRC = -1;
localparam NULL_CHAN = -1;
localparam ADC_OS_INIT = 1;
localparam CHAN_SRC_SEL_INIT = NULL_SRC;
localparam OVR_OS_INIT = 0;
localparam PID_LOCK_EN_INIT = 0;
localparam PID_IGNORE_INIT = 0;
localparam PID_INV_ERROR_INIT = 0;
localparam PID_SETPOINT_INIT = 0;
localparam PID_P_COEF_INIT = 0;
localparam PID_I_COEF_INIT = 0;
localparam PID_D_COEF_INIT = 0;
localparam OPT_INIT_INIT = 0;
localparam OPT_MIN_INIT = 0;
localparam OPT_MAX_INIT = 0;
localparam OPT_MULT_INIT = 1;
localparam REP_RATE_MULT_INIT = 1;
localparam OPT_RS_INIT = 0;
localparam OPT_ADD_CHAN_INIT = NULL_CHAN;
localparam W_COUNT = 2**W_OS;
localparam W_SUM_INT = ((W_SUM > W_DATA) ? W_SUM : W_DATA) + 1;
localparam signed [W_SUM-1:0] MAX_SUM = {W_SUM{1'b1}} >> 1;     
localparam signed [W_SUM-1:0] MIN_SUM = ~MAX_SUM;					 
reg [N_CHAN-1:0] clr_rqst = 0;
integer i;
always @( posedge clk_in ) begin
    for ( i = 0; i < N_CHAN; i = i + 1 ) begin
        if ( !rst_in && wr_en && ( wr_chan == i ) &&
            ( wr_addr == ovr_clr_rqst )) begin
            clr_rqst[i] <= 1;
        end else begin
            clr_rqst[i] <= 0;
        end
    end
end
reg [W_OS-1:0] os_mem[0:N_CHAN-1];
initial begin
    for ( i = 0; i < N_CHAN; i = i + 1 ) begin
        os_mem[i] = OVR_OS_INIT;
    end
end
always @( posedge clk_in ) begin
    if ( wr_en && wr_chan < N_CHAN ) begin
        case ( wr_addr )
            ovr_os_addr : os_mem[wr_chan] <= wr_data[W_OS-1:0];
        endcase
    end
end
reg signed [W_SUM-1:0] sum_mem[0:N_CHAN-1];
reg [W_COUNT-1:0] count_mem[0:N_CHAN-1];
initial begin
    for ( i = 0; i < N_CHAN; i = i + 1 ) begin
        sum_mem[i] = 0;
        count_mem[i] = 0;
    end
end
reg flush_p1;
always @( * ) begin
    flush_p1 = ( rst_in || clr_rqst[chan_in] );
end
reg dv_p1 = 0;
reg [W_CHAN-1:0] chan_p1 = 0;
reg signed [W_DATA-1:0] din_p1 = 0;
reg signed [W_SUM-1:0] sum_p1 = 0;
reg [W_COUNT-1:0] count_p1 = 0;
always @( posedge clk_in ) begin
    if ( !flush_p1 ) begin
        dv_p1 <= dv_in;
        chan_p1 <= chan_in;
        din_p1 <= data_in;
        sum_p1 <= sum_mem[chan_in];
        count_p1 <= count_mem[chan_in];
    end else begin
        dv_p1 <= 0;
    end
end
reg flush_p2;
reg signed [W_SUM_INT-1:0] sum_int_p2;
always @( * ) begin
    flush_p2 = ( rst_in || clr_rqst[chan_p1] );
    sum_int_p2 = sum_p1 + din_p1;
end
reg dv_p2 = 0;
reg [W_CHAN-1:0] chan_p2 = 0;
reg signed [W_SUM-1:0] sum_p2 = 0;
reg [W_COUNT-1:0] count_p2 = 0;
reg [W_OS-1:0] os_p2 = 0; 
always @( posedge clk_in ) begin
    if ( !flush_p2 ) begin
        dv_p2 <= dv_p1;
        chan_p2 <= chan_p1;
        count_p2 <= count_p1 + 1'b1;
        if ( sum_int_p2 > MAX_SUM ) begin
            sum_p2 <= MAX_SUM;
        end else if ( sum_int_p2 < MIN_SUM ) begin
            sum_p2 <= MIN_SUM;
        end else begin
            sum_p2 <= sum_int_p2[W_SUM-1:0];
        end
        os_p2 <= os_mem[chan_p1];
    end else begin
        dv_p2 <= 0;
    end
end
reg flush_p3;
reg count_sat_p3;
reg signed [W_SUM-1:0] sum_div_int_p3 = 0;
reg signed [W_SUM-1:0] sum_div_int_noshift_p3 = 0;
reg signed [W_SUM-1:0] sum_int_p3 = 0;
reg [W_COUNT-1:0] count_int_p3 = 0;
always @( * ) begin
    flush_p3 = ( rst_in || clr_rqst[chan_p2] );
    count_sat_p3 = ( count_p2[os_p2] == 1'b1 );
    sum_div_int_p3 = sum_p2 >>> os_p2;
	 sum_div_int_noshift_p3 = sum_p2; 
    sum_int_p3 = ( count_sat_p3 ) ? 0 : sum_p2;
    count_int_p3 = ( count_sat_p3 ) ? 0 : count_p2;
end
always @( posedge clk_in ) begin
    if ( dv_p2 ) begin
        sum_mem[chan_p2] = sum_int_p3;
        count_mem[chan_p2] = count_int_p3;
    end
    for ( i = 0; i < N_CHAN; i = i + 1 ) begin
        if ( rst_in || clr_rqst[i] ) begin
            sum_mem[i] = 0;
            count_mem[i] = 0;
        end
    end
end
reg dv_p3 = 0;
reg [W_CHAN-1:0] chan_p3 = 0;
reg signed [W_DATA-1:0] dout_p3 = 0;
reg signed [W_SUM-1:0] dout_noshift_p3 = 0;
always @( posedge clk_in ) begin
    if ( !flush_p3 ) begin
        dv_p3 <= ( count_sat_p3 ) ? dv_p2 : 1'b0;
        chan_p3 <= chan_p2;
        dout_p3 <= sum_div_int_p3[W_DATA-1:0];
		  dout_noshift_p3 <= sum_div_int_noshift_p3;
    end else begin
        dv_p3 <= 0;
    end
end
assign dv_out = dv_p3;
assign chan_out = chan_p3;
assign data_out = dout_p3;
assign data_out_noshift = dout_noshift_p3;
endmodule
==> flow/config.mk <==
export PLATFORM = sky130hd
export DESIGN_NAME = oversample_filter
export DESIGN_NICKNAME = oversample_filter
export VERILOG_FILES = /design/flow/design.v
export SDC_FILE = /design/flow/constraint.sdc
export NUM_CORES = 4
export LEC_CHECK = 1
export CORE_UTILIZATION = 30
==> flow/constraint.sdc <==
current_design oversample_filter

set clk_period 14.6
set clk_io_pct 0.2

create_clock -name clk0 -period $clk_period [get_ports {clk_in}]

set non_clock_inputs [all_inputs -no_clocks]
set_input_delay [expr $clk_period * $clk_io_pct] -clock clk0 $non_clock_inputs
set_output_delay [expr $clk_period * $clk_io_pct] -clock clk0 [all_outputs]
==> flow/run.sh <==
#!/bin/bash
# OpenROAD 26Q1-2900-gdf79404cd8, Yosys 0.63+post, stock flow scripts
make -C /OpenROAD-flow-scripts/flow DESIGN_CONFIG=/design/flow/config.mk WORK_HOME=/design/flow/orfs finish
==> results_dict.tcl <==
# flow metrics
set metrics [dict create \
    final_common_cell "nand2_1" \
    syn_area_per_cell_um2 13.3 \
    setup-tns-final_ns 0 \
    finalWirelength_um 268000 \
    postCtsSetupBuffers 0 \
    drcViolationCount 0 \
    synth_area_um2 87800 \
    comb_area_um2 31100 \
    drt-initial-drc-count 4130 \
    postSynthCellCount 6621 \
    core_um2 291000 \
    adder_share 0.00445 \
    port_buffers 103 \
    synth-main-ff-cell "dfxtp_1" \
    dr.pass1.iters 6 \
    hold_viol_final 0 \
    ys_seq_frac 0.620 \
    cts-root-buf "clkbuf_16" \
    setup_slack_ns 7.88 \
    top_area_cell "edfxtp_1" \
    die_area_um2 295000 \
    ir_worst_vdd_mv 0.141 \
    top_cells_by_area "edfxtp_1, dfxtp_1, mux4_2" \
    dp_hpwl_um 148000 \
    period_minus_slack_ns 6.72 \
    worst_setup_path_end_kind "flop" \
    slew_headroom 0.353 \
    vias 56300 \
    gr-total-overflow 0 \
    fin_util 0.343 \
    holdBufCountCts 0 \
    grt_usage 0.192 \
    fin_worst_hold_slack_ns 0.446 \
    start_kind "input port" \
    mostFrequentLayoutCells "nand2_1, dfxtp_1, o21ai_0, edfxtp_1, mux4_2" \
    core_util_floorplan 0.302 \
    row_count 198 \
    antenna_found_initial 13 \
    synth.cellmix.compoundShare 0.0817 \
    drv_cap 0 \
    cts_buffers 217 \
    final-max-slew-violation-count 0 \
    p_leak_uw 0.0324 \
    clock_skew_ns 0.0852 \
    dp_slack_ns 6.86 \
    path_clk_slew_ns 0.06 \
    mux_area_frac 0.182 \
    io_pins 148 \
    grt_pass1_vias 58800 \
    power.total_uw 13300 \
    area_growth_pct 13.6 \
    warnings 70 \
    tightest_slew_ns 0.950 \
    cp.required_ns 15.20 \
    die_w_um 543 \
    crit_fanout 42 \
    drive_gt1_frac 0.193 \
    cts.htree.levels 4 \
    wire_per_inst_um 25.3 \
    numSynthFlops 2212 \
    cts_tree "built" \
    top_cell_area_share 0.345 \
    simple_gate_share 0.0788 \
    numClockSinks 2212 \
    globalplace.congestion 0.927 \
    antenna_left 0 \
    cts.repair.resized 0 \
    ys_area_um2 87800 \
    topCombFamilyByArea "multiplexers" \
    synthXorXnorAreaFrac 0.00529 \
    crit_arrival_ns 7.33 \
    synth_cell_types 73 \
    fmax_mhz 149 \
    dieHeight_um 543 \
    async_flop_share 0 \
    regArea_um2 54400 \
    grt_max_degree 93 \
    finalCritPeriodShare 0.461 \
    rsz0062_at_grt "false" \
    status "finished, final reports clean" \
    ys_cells 6621 \
    nFillCells 27400 \
    via_per_inst 5.31 \
    clock_latency_ns 0.87 \
    setup_viol 0 \
    powerDensity_nw_per_um2 133 \
    edf_count 1009 \
    min_path_type "reg -> reg" \
    clockBufferDepth 3 \
    grt_first_pass_wirelength_um 392000 \
    crit_type "in -> reg" \
    yosys_warnings 1 \
]
state kept, by name, summed over array words and instances (netlist names):
name             count
dv_p2                1
chan_p1              5
os_p2                5
count_mem         1024
count_p1            32
sum_p1              27
dv_p3                1
chan_p2              5
count_p2            32
dout_p3             18
dv_p1                1
os_mem             100
din_p1              18
clr_rqst            20
sum_mem            864
dout_noshift_p3     27
chan_p3              5
sum_p2              27
area by class of cell:
class / count / area share
antenna: 7 / 0.000176
tap: 3900 / 0.0489
inverter: 17 / 0.000640
sequential: 2212 / 0.546
multi-input combinational: 3829 / 0.312
clock buffer: 347 / 0.0644
clock inverter: 61 / 0.00570
timing repair buffer: 240 / 0.0224
stage by stage:
step | instance area, um2 | std cells
CTS | 99700 | 10600
floorplan | 87800 | 6621
global placement | 92700 | 10200
detailed placement | 92700 | 10200
global route | 99700 | 10600
finish | 99700 | 10600
synth_stat cells (4+ instances only):
library cell / instances
o31ai_1: 6
edfxtp_1: 1009
o21ai_2: 49
mux2_2: 72
buf_2: 7
dfxtp_1: 1203
inv_1: 15
a311oi_1: 4
xor2_1: 13
or3_4: 20
o21ai_1: 19
nand2_1: 1259
nand2b_1: 69
mux4_1: 7
a21oi_1: 48
o211ai_1: 8
and2_1: 64
o21ai_0: 1166
nand3_1: 26
nor3_1: 30
buf_6: 34
mux4_2: 655
clkbuf_2: 8
or2_2: 5
a31oi_1: 7
nand3b_1: 6
nor2_1: 106
a211o_1: 4
clkbuf_1: 444
o21a_1: 6
a211oi_1: 10
a21o_1: 6
and3_1: 11
xnor2_1: 40
ha_1: 28
nand4_1: 10
nor2b_1: 11
mux2i_1: 18
buf_1: 68
logic make-up after synthesis:
| kind of cell | Yosys count |
|---|---|
| muxes | 753 |
| adders and majority gates | 31 |
| xor gates and xnor gates | 53 |
| DFF | 2212 |
| buffers and inverters | 580 |
| AOI/OAI and AO/OA | 1355 |
| and+or+nand+nor | 1637 |
final timing paths:
check                           startpoint                             to  slack (ns)  cells past startpoint
max                             chan_in[0]         count_p1[23]$_DFFE_PN_        7.88                      8
min          count_mem[14][0]$_SDFFE_PP0P_  count_mem[14][0]$_SDFFE_PP0P_        0.45                      2
max reg2reg             os_p2[1]$_DFFE_PN_  count_mem[3][26]$_SDFFE_PP0P_        9.34                      9
min reg2reg  count_mem[14][0]$_SDFFE_PP0P_  count_mem[14][0]$_SDFFE_PP0P_        0.45                      2
critical path, stage by stage:
cell and delay [ns]:
buf_8 0.34, buf_4 0.57, buf_4 0.71, buf_4 0.57, buf_4 0.62, mux4_2 0.59
mux4_2 0.53, mux2_2 0.30
per-layer routing:
layer  part of all wire  GRT usage  wire [um]
met3               0.15      0.122      40700
met1               0.35      0.227      92900
met2               0.46      0.286     122000
met4              0.046     0.0690      12200
met5            0.00052    0.00444        140
where the power goes:
group / total (uW) / internal, uW / switching (uW)
logic: 1030 / 336 / 692
registers: 6790 / 6690 / 106
clock network: 5470 / 3100 / 2370
Power and IR drop assume default switching activity.
