==> ./design.v <==
`timescale 1ns / 1ps
module pid_filter #(
    parameter W_CHAN = 5,
    parameter N_CHAN = 20,
    parameter W_DIN = 27,
    parameter W_DOUT = 27,
    parameter W_PID_COEFS = 16,
	 parameter W_OS = 5,
    parameter W_WR_ADDR = 16,
    parameter W_WR_CHAN = 5,
    parameter W_WR_DATA = 49 
    )(
    input wire clk_in,
    input wire rst_in,
    input wire dv_in,
    input wire [W_CHAN-1:0] chan_in,
    input wire signed [W_DIN-1:0] data_in,
    input wire wr_en,
    input wire [W_WR_ADDR-1:0] wr_addr,
    input wire [W_WR_CHAN-1:0] wr_chan,
    input wire [W_WR_DATA-1:0] wr_data,
    output wire dv_out,
    output wire [W_CHAN-1:0] chan_out,
    output wire signed [W_DOUT-1:0] data_out
    );
localparam addr_iwep            = 8'h01;
localparam chan_iwep            = 8'h02;
localparam data3_iwep           = 8'h03;
localparam data2_iwep           = 8'h04;
localparam data1_iwep           = 8'h05;
localparam data0_iwep           = 8'h06;
localparam adc_os_addr          = 16'h01;
localparam chan_src_sel_addr    = 16'h02;
localparam ovr_os_addr          = 16'h03;
localparam pid_lock_en_addr     = 16'h04;
localparam pid_inv_error_addr   = 16'h05;
localparam pid_setpoint_addr    = 16'h06;
localparam pid_p_coef_addr      = 16'h07;
localparam pid_i_coef_addr      = 16'h08;
localparam pid_d_coef_addr      = 16'h09;
localparam opt_min_addr         = 16'h0a;
localparam opt_max_addr         = 16'h0b;
localparam opt_init_addr        = 16'h0c;
localparam opt_mult_addr        = 16'h0d;
localparam opt_rs_addr          = 16'h0e;
localparam opt_add_chan_addr    = 16'h0f;
localparam rep_rate_mult_addr	  = 16'h1c;
localparam pid_ignore_addr		  = 16'h1e;
localparam ovr_clr_rqst         = 16'h10;
localparam pid_clr_rqst         = 16'h11;
localparam opt_clr_rqst         = 16'h12;
localparam opt_inj_rqst         = 16'h13;
localparam pipe_cset_rqst       = 16'h14;
localparam opt_sin_ena_rqst		= 16'h18;
localparam opt_sin_dis_rqst		= 16'h19;
localparam opt_dig_ena_rqst		= 16'h1a;
localparam opt_dig_dis_rqst		= 16'h1b;
localparam chan_name_addr       = 16'h15;
localparam qv_visible_addr      = 16'h16;
localparam lock_threshold_addr  = 16'h17;
localparam sys_gp_itep          = 8'h40;
localparam sys_rst_offset       = 0;
localparam adc_cstart_offset    = 1;
localparam wr_en_offset         = 2;
localparam dac_rset_offset      = 3;
localparam data_log_status_owep = 8'h20;
localparam data_log0_owep       = 8'h21;
localparam data_log_opep        = 8'ha0;
localparam NULL_SRC = -1;
localparam NULL_CHAN = -1;
localparam ADC_OS_INIT = 1;
localparam CHAN_SRC_SEL_INIT = NULL_SRC;
localparam OVR_OS_INIT = 0;
localparam PID_LOCK_EN_INIT = 0;
localparam PID_IGNORE_INIT = 0;
localparam PID_INV_ERROR_INIT = 0;
localparam PID_SETPOINT_INIT = 0;
localparam PID_P_COEF_INIT = 0;
localparam PID_I_COEF_INIT = 0;
localparam PID_D_COEF_INIT = 0;
localparam OPT_INIT_INIT = 0;
localparam OPT_MIN_INIT = 0;
localparam OPT_MAX_INIT = 0;
localparam OPT_MULT_INIT = 1;
localparam REP_RATE_MULT_INIT = 1;
localparam OPT_RS_INIT = 0;
localparam OPT_ADD_CHAN_INIT = NULL_CHAN;
localparam W_ERROR = W_DIN + 1;
localparam W_K_COEFS = W_PID_COEFS + 2;
localparam W_CE_PROD = W_K_COEFS + W_ERROR;
localparam W_DELTA = W_CE_PROD + 2;
localparam W_DOUT_UC = ((W_DOUT > W_DELTA) ? W_DOUT : W_DELTA) + 1;
localparam signed [W_DOUT-1:0] MAX_DOUT = {W_DOUT{1'b1}} >> 1;
localparam signed [W_DOUT-1:0] MIN_DOUT = ~MAX_DOUT;
reg [N_CHAN-1:0] clr_rqst;
integer i;
always @( posedge clk_in ) begin
    for ( i = 0; i < N_CHAN; i = i + 1 ) begin
        if ( !rst_in && wr_en && ( wr_chan == i ) &&
            ( wr_addr == pid_clr_rqst )) begin
            clr_rqst[i] <= 1;
        end else begin
            clr_rqst[i] <= 0;
        end
    end
end
reg [N_CHAN-1:0] lock_en_mem;
reg [N_CHAN-1:0] inv_error_mem;
reg [N_CHAN-1:0] pid_ignore_mem;
reg signed [17:0] setpoint_mem[0:N_CHAN-1];  
reg signed [W_PID_COEFS-1:0] p_coef_mem[0:N_CHAN-1];
reg signed [W_PID_COEFS-1:0] i_coef_mem[0:N_CHAN-1];
reg signed [W_PID_COEFS-1:0] d_coef_mem[0:N_CHAN-1];
reg [W_OS-1:0] os_mem[0:N_CHAN-1]; 
initial begin
    for ( i = 0; i < N_CHAN; i = i + 1 ) begin
        lock_en_mem[i] = PID_LOCK_EN_INIT;
		  pid_ignore_mem[i] = PID_IGNORE_INIT;
        inv_error_mem[i] = PID_INV_ERROR_INIT;
        setpoint_mem[i] = PID_SETPOINT_INIT;
        p_coef_mem[i] = PID_P_COEF_INIT;
        i_coef_mem[i] = PID_I_COEF_INIT;
        d_coef_mem[i] = PID_D_COEF_INIT;
		  os_mem[i] = OVR_OS_INIT;  
    end
end
always @( posedge clk_in ) begin
    if ( wr_en && wr_chan < N_CHAN ) begin
        case ( wr_addr )
				pid_ignore_addr : pid_ignore_mem[wr_chan] <= wr_data[0];
            pid_lock_en_addr : lock_en_mem[wr_chan] <= wr_data[0];
            pid_inv_error_addr : inv_error_mem[wr_chan] <= wr_data[0];
            pid_setpoint_addr : setpoint_mem[wr_chan] <= wr_data[17:0] ; 
            pid_p_coef_addr : p_coef_mem[wr_chan] <= wr_data[W_PID_COEFS-1:0];
            pid_i_coef_addr : i_coef_mem[wr_chan] <= wr_data[W_PID_COEFS-1:0];
            pid_d_coef_addr : d_coef_mem[wr_chan] <= wr_data[W_PID_COEFS-1:0];
				ovr_os_addr : os_mem[wr_chan] <= wr_data[W_OS-1:0];  
        endcase
    end
end
reg signed [W_DOUT-1:0] dout_prev_mem[0:N_CHAN-1];
reg signed [W_ERROR-1:0] error_prev1_mem[0:N_CHAN-1];
reg signed [W_ERROR-1:0] error_prev2_mem[0:N_CHAN-1];
initial begin
    for ( i = 0; i < N_CHAN; i = i + 1 ) begin
        dout_prev_mem[i] = 0;
        error_prev1_mem[i] = 0;
        error_prev2_mem[i] = 0;
    end
end
reg flush_p1;
always @( * ) begin
    flush_p1 = ( rst_in || clr_rqst[chan_in] );
end
reg dv_p1 = 0;
reg lock_en_p1 = 0;
reg inv_error_p1 = 0;
reg pid_ignore_p1 = 0;
reg [W_CHAN-1:0] chan_p1 = 0;
reg signed [W_DIN-1:0] din_p1 = 0;
reg signed [W_DIN-1:0] setpoint_p1 = 0;
reg signed [W_PID_COEFS-1:0] p_coef_p1 = 0;
reg signed [W_PID_COEFS-1:0] i_coef_p1 = 0;
reg signed [W_PID_COEFS-1:0] d_coef_p1 = 0;
reg [W_OS-1:0] os_p1 = 0;  
always @( posedge clk_in ) begin
    if ( !flush_p1 ) begin
        dv_p1 <= dv_in;
        chan_p1 <= chan_in;
        din_p1 <= data_in;
		  pid_ignore_p1 <= 0;
        lock_en_p1 <= lock_en_mem[chan_in];
        inv_error_p1 <= inv_error_mem[chan_in];
        setpoint_p1 <= setpoint_mem[chan_in];
        p_coef_p1 <= p_coef_mem[chan_in];
        i_coef_p1 <= i_coef_mem[chan_in];
        d_coef_p1 <= d_coef_mem[chan_in];
        os_p1 <= os_mem[chan_in];
    end else begin
        dv_p1 <= 0;
    end
end
reg flush_p2;
reg signed [W_ERROR-1:0] error_int_p2 = 0;
always @( * ) begin
    flush_p2 = ( rst_in || clr_rqst[chan_p1] || !lock_en_p1 );
    error_int_p2 = (setpoint_p1 <<< os_p1) - din_p1;
end
reg dv_p2 = 0;
reg [W_CHAN-1:0] chan_p2 = 0;
reg signed [W_ERROR-1:0] error_p2 = 0;
reg signed [W_K_COEFS-1:0] k1_p2 = 0;
reg signed [W_K_COEFS-1:0] k1i_p2 = 0;
reg signed [W_K_COEFS-1:0] k2_p2 = 0;
reg signed [W_K_COEFS-1:0] k3_p2 = 0;
reg signed [W_ERROR-1:0] error_prev1_p2 = 0;
reg signed [W_ERROR-1:0] error_prev2_p2 = 0;
always @( posedge clk_in ) begin
    if ( !flush_p2 ) begin
        dv_p2 <= dv_p1;
        chan_p2 <= chan_p1;
        error_p2 <= ( inv_error_p1 ) ? ~error_int_p2 : error_int_p2;
		  if ( !pid_ignore_p1) begin
			  k1_p2 <= p_coef_p1 + d_coef_p1;
			  k1i_p2 <= i_coef_p1;
			  k2_p2 <= -p_coef_p1 - (d_coef_p1 <<< 1);
			  k3_p2 <= d_coef_p1;
		  end else begin
			  k1_p2 <= 0;
			  k1i_p2 <= 0;
			  k2_p2 <= 0;
			  k3_p2 <= 0;
		  end
        error_prev1_p2 <= error_prev1_mem[chan_p1];
        error_prev2_p2 <= error_prev2_mem[chan_p1];
    end else begin
        dv_p2 <= 0;
    end
end
reg flush_p3;
always @( * ) begin
    flush_p3 = ( rst_in || clr_rqst[chan_p2] );
end
always @( posedge clk_in ) begin
    if ( dv_p2 ) begin
        error_prev1_mem[chan_p2] = error_p2;
        error_prev2_mem[chan_p2] = error_prev1_p2;
    end
    for ( i = 0; i < N_CHAN; i = i + 1 ) begin
        if ( rst_in || clr_rqst[i] ) begin
            error_prev1_mem[i] = 0;
            error_prev2_mem[i] = 0;
        end
    end
end
reg dv_p3 = 0;
reg [W_CHAN-1:0] chan_p3 = 0;
reg signed [W_CE_PROD-1:0] ce_prod1_p3 = 0;
reg signed [W_CE_PROD-1:0] ce_prod1i_p3 = 0; 
reg signed [W_CE_PROD-1:0] ce_prod2_p3 = 0;
reg signed [W_CE_PROD-1:0] ce_prod3_p3 = 0;
always @( posedge clk_in ) begin
    if ( !flush_p3 ) begin
        dv_p3 <= dv_p2;
        chan_p3 <= chan_p2;
        ce_prod1_p3 <= k1_p2 * error_p2;
		  ce_prod1i_p3 <= (k1i_p2 * error_p2) >>> 10;  
        ce_prod2_p3 <= k2_p2 * error_prev1_p2;
        ce_prod3_p3 <= k3_p2 * error_prev2_p2;
    end else begin
        dv_p3 <= 0;
    end
end
reg flush_p4;
always @( * ) begin
    flush_p4 = ( rst_in || clr_rqst[chan_p3] );
end
reg dv_p4 = 0;
reg [W_CHAN-1:0] chan_p4 = 0;
reg signed [W_DELTA-1:0] delta_p4 = 0;
reg signed [W_DOUT-1:0] dout_prev_p4 = 0;
always @( posedge clk_in ) begin
    if ( !flush_p4 ) begin
        dv_p4 <= dv_p3;
        chan_p4 <= chan_p3;
        delta_p4 <= ce_prod1_p3 + ce_prod1i_p3 + ce_prod2_p3 + ce_prod3_p3;
        dout_prev_p4 <= dout_prev_mem[chan_p3];
    end else begin
        dv_p4 <= 0;
    end
end
reg flush_p5;
reg signed [W_DOUT_UC-1:0] dout_int_p5 = 0;
always @ ( * ) begin
    flush_p5 = ( rst_in || clr_rqst[chan_p4] );
    dout_int_p5 = dout_prev_p4 + delta_p4;
end
reg dv_p5 = 0;
reg [W_CHAN-1:0] chan_p5 = 0;
reg signed [W_DOUT-1:0] dout_p5 = 0;
always @( posedge clk_in ) begin
    if ( !flush_p5 ) begin
        dv_p5 <= dv_p4;
        chan_p5 <= chan_p4;
        if ( dout_int_p5 > MAX_DOUT ) begin
            dout_p5 <= MAX_DOUT;
        end else if ( dout_int_p5 < MIN_DOUT ) begin
            dout_p5 <= MIN_DOUT;
        end else begin
            dout_p5 <= dout_int_p5[W_DOUT-1:0];
        end
    end else begin
        dv_p5 <= 0;
    end
end
reg flush_p6;
always @( * ) begin
    flush_p6 = ( rst_in || clr_rqst[chan_p5] );
end
always @( posedge clk_in ) begin
    if ( dv_p5 == 1'b1 ) begin
        dout_prev_mem[chan_p5] = dout_p5;
    end
    for ( i = 0; i < N_CHAN; i = i + 1 ) begin
        if ( rst_in || clr_rqst[i] ) begin
            dout_prev_mem[i] = 0;
        end
    end
end
reg dv_p6 = 0;
reg [W_CHAN-1:0] chan_p6 = 0;
reg signed [W_DOUT-1:0] dout_p6 = 0;
always @( posedge clk_in ) begin
    if ( !flush_p6 ) begin
        dv_p6 <= dv_p5;
        chan_p6 <= chan_p5;
		  if ( !pid_ignore_p1) begin
				dout_p6 <= dout_p5;
		  end else begin
				dout_p6 <= 0;
		  end
    end else begin
        dv_p6 <= 0;
    end
end
assign dv_out = dv_p6;
assign chan_out = chan_p6;
assign data_out = dout_p6;
endmodule
==> ./run.sh <==
#!/bin/bash
# OpenROAD 26Q1-2900-gdf79404cd8, Yosys 0.63+post, stock flow scripts
make -C /OpenROAD-flow-scripts/flow DESIGN_CONFIG=/design/flow/config.mk WORK_HOME=/design/flow/orfs finish
==> ./config.mk <==
export PLATFORM = sky130hd
export DESIGN_NAME = pid_filter
export DESIGN_NICKNAME = pid_filter
export VERILOG_FILES = /design/flow/design.v
export SDC_FILE = /design/flow/constraint.sdc
export NUM_CORES = 4
export LEC_CHECK = 1
export CORE_UTILIZATION = 40
==> ./constraint.sdc <==
current_design pid_filter

set clk_period 33.4
set clk_io_pct 0.2

create_clock -name clk0 -period $clk_period [get_ports {clk_in}]

set non_clock_inputs [all_inputs -no_clocks]
set_input_delay [expr $clk_period * $clk_io_pct] -clock clk0 $non_clock_inputs
set_output_delay [expr $clk_period * $clk_io_pct] -clock clk0 [all_outputs]
==> qor.yml <==
timing.critical_path.mode_cell: "sky130_fd_sc_hd__nor2_1"
async_reset_ff_share_pct: 0
dp_hpwl_um: 482000
critPathTopFamily: "simple AND/OR/NAND/NOR gates"
antenna_found_initial: 44
ys_cells: 21600
global_route.overflow_total: 0
synth.yosys.seq_area_share_pct: 48.0
detailedRoute.firstPassIterationCount: 6
die_w_um: 809
critical_path_buf_inv_count: 2
placed_area_um2: 272000
layout.filler_cells: 57100
grt_pass1_wl_um: 1100000
cts_tree: "done"
place.detailed.instances: 29500
area_growth_syn_to_fin_pct: 10.7
finalWorstPathRequiredPeriod_ps: 10570
vias_per_cell: 5.39
arrival_ps: 11250
ctsHtreeMaxLevel: 5
cp_data_required_time_ps: 34070
cts_made_buffers: 476
synthesized_area_um2: 260000
unrepaired_setup_endpoints_after_global_routing: "false"
netlist-cell-type-count: 93
report.final.setup_viol: 0
startpoint_type: "input pin"
reg_to_reg_critical_path_startpoint: "k1_p2[3]"
floorplan.io_pins: 139
final_cell_mix: "4,615 x sky130_fd_sc_hd__nand2_1, 3,036 x sky130_fd_sc_hd__edfxtp_1, 2,202 x sky130_fd_sc_hd__inv_1"
timing.setup.tns_ps: 0
finish.cell_count_without_fillers: 30400
max_slew_violation_count: 0
synthesis.yosys.warnings: 1
clk_pin_slew_worst_paths_ps: 60
clk_path_buf_depth: 4
ys_area_um2: 260000
slew-limit-headroom_pct: 24.3
ys_seq_elements: 4722
root_buffer: "sky130_fd_sc_hd__clkbuf_16"
timing.final.crit_share_pct: 31.7
antenna_violating_nets_left: 0
worstHoldStart: "dv_p4"
cp-startpoint: "wr_chan[2]"
placement_rows: 295
finalHoldWorstSlack_ps: 407
hold_fix_buffers_cts: 0
portBuffers: 107
worstPathCellList: "clkdlybuf4s50_1 -> nor2_1 -> nor2_1 -> nor3_1 -> nand2_1 -> nor3b_1 -> nand2_1 -> nor2_1 -> buf_4"
postCtsSetupRepairBufs: 0
via_count_of_the_first_global_routing_pass: 173000
routedWlPerCell_um: 24.2
log.warning_count: 68
post_route_cells_drive_above_1_share_pct: 14.0
final_cell_area_um2: 288000
design.core.area_um2: 647000
num_vias: 164000
clock-sinks: 4722
timing.fmax_mhz: 94.6
clock-skew-final_ps: 171
final_util_pct: 44.5
wl_um: 736000
die_area_um2: 654000
cts_repair_resize_count: 0
floorplan.initialDensity_pct: 40.2
post-route-drc-count: 0
synth.avg_cell_area_um2: 12.1
groute.usage.overall_pct: 24.3
grt_max_degree: 106
cpPeakStageDelay_ps: 1050
final_hold_viol_count: 0
critPathCaptureType: "flop"
worst_slew_pin_slew_ps: 1130
synth-edff-count: 3036
path_max_fanout: 20
critPathSlowestCell: "sky130_fd_sc_hd__nor2_1"
final_layout_top_logic_cell: "sky130_fd_sc_hd__nand2_1"
path_class: "in -> reg"
clock.latency.late_pin_ps: 1140
postLayoutSetupSlackWorst_ps: 22830
chipHeight_um: 809
dominantRegCellSynth: "sky130_fd_sc_hd__edfxtp_1"
drv_cap: 0
syn_inst_count: 21600
detail_route.iter0.violations: 10100
hp-class: "reg -> reg"
run_status: "finished, final reports clean"
place_ws_ps: 22130
globalplace.congestion: 0.959
## metal layers
layer / up-vias / global-route usage, % / part of all wire, %
li1: 72500 / - / -
met1: 81300 / 30.1 / 34
met3: 1558 / 15.5 / 15
met2: 8279 / 35.7 / 46
met4: 48 / 8.39 / 4.6
met5: - / 1.17 / 0.14
## area by class of cell
cell class                 count  area, um^2  share of cell area (%)
clock buffer                 656       13300                    4.62
timing repair buffer         739        5870                    2.04
multi-input combinational  13200      122000                    42.4
clock inverter               236        2550                   0.887
antenna                       24        60.1                  0.0209
tap                         8613       10800                    3.74
sequential                  4722      125000                    43.4
inverter                    2206        8280                    2.88
## worst paths after layout
check	slack (ps)	end	depth (start not counted)
setup / recovery	22830	d_coef_mem[11][14]	9
hold / removal	410	dv_p5	1
setup reg to reg	24710	ce_prod1_p3[44]	22
hold reg to reg	410	dv_p5	1
## kinds of logic (layout without fill, tap and decap cells)
family                     Yosys count  count (layout)  share of synthesized area (%)
AOI/OAI and AO/OA                 2541            2541                           5.47
xor gates and xnor gates           312             312                           1.05
adders and majority gates         2545            2545                           17.8
buffers and inverters             3649            3837                           5.29
DFF                               4722            4722                           48.0
muxes                             1514            1514                           12.2
other                                0              24                              0
and+or+nand+nor                   6284            6284                           10.2
## synthesized netlist by cell type, types with 42 or more instances
| cell type | instances | area, um^2 |
|---|---|---|
| sky130_fd_sc_hd__o21a_1 | 51 | 383 |
| sky130_fd_sc_hd__nor2b_1 | 42 | 263 |
| sky130_fd_sc_hd__dfxtp_1 | 1686 | 33800 |
| sky130_fd_sc_hd__inv_1 | 2202 | 8270 |
| sky130_fd_sc_hd__ha_1 | 610 | 7630 |
| sky130_fd_sc_hd__nor3_1 | 42 | 210 |
| sky130_fd_sc_hd__and2_1 | 769 | 4810 |
| sky130_fd_sc_hd__nand3_1 | 70 | 350 |
| sky130_fd_sc_hd__a21oi_1 | 1901 | 9510 |
| sky130_fd_sc_hd__mux4_2 | 1307 | 29400 |
| sky130_fd_sc_hd__mux2_2 | 179 | 2020 |
| sky130_fd_sc_hd__nor2_1 | 487 | 1830 |
| sky130_fd_sc_hd__xnor2_1 | 231 | 2020 |
| sky130_fd_sc_hd__nand2b_1 | 60 | 375 |
| sky130_fd_sc_hd__a21o_1 | 163 | 1220 |
| sky130_fd_sc_hd__nand2_1 | 4635 | 17400 |
| sky130_fd_sc_hd__fa_1 | 1935 | 38700 |
| sky130_fd_sc_hd__edfxtp_1 | 3036 | 91200 |
| sky130_fd_sc_hd__buf_1 | 206 | 773 |
| sky130_fd_sc_hd__xor2_1 | 81 | 709 |
| sky130_fd_sc_hd__o21ai_0 | 141 | 706 |
| sky130_fd_sc_hd__clkbuf_1 | 1224 | 4590 |
## registers in the layout (all words and copies together), names as in the netlist, 34 cells and up
register / count
ce_prod1_p3: 46
setpoint_mem: 360
i_coef_mem: 320
ce_prod1i_p3: 34
d_coef_mem: 320
error_prev2_mem: 896
error_prev1_mem: 896
delta_p4: 48
ce_prod2_p3: 46
p_coef_mem: 320
dout_prev_mem: 864
ce_prod3_p3: 44
os_mem: 100
